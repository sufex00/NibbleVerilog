<file path="flow/run.sh">
#!/bin/bash
# OpenROAD 26Q1-2900-gdf79404cd8, Yosys 0.63+post, stock flow scripts
make -C /OpenROAD-flow-scripts/flow DESIGN_CONFIG=/design/flow/config.mk WORK_HOME=/design/flow/orfs finish
</file>
<file path="flow/config.mk">
export PLATFORM = sky130hd
export DESIGN_NAME = reg_inst
export DESIGN_NICKNAME = reg_inst
export VERILOG_FILES = /design/flow/design.v
export SDC_FILE = /design/flow/constraint.sdc
export NUM_CORES = 4
export LEC_CHECK = 1
export CORE_AREA = 10 10 82 82
export DIE_AREA = 0 0 92 92
</file>
<file path="flow/constraint.sdc">
current_design reg_inst

set clk_period 1.0
set clk_io_pct 0.2

create_clock -name clk0 -period $clk_period [get_ports {clock}]

set non_clock_inputs [all_inputs -no_clocks]
set_input_delay [expr $clk_period * $clk_io_pct] -clock clk0 $non_clock_inputs
set_output_delay [expr $clk_period * $clk_io_pct] -clock clk0 [all_outputs]
</file>
<file path="flow/design.v">
module reg_inst ( 
input logic [23:0] Data_in,
input logic clock, reset,
output logic [23:0] Data_out);
always_ff @ ( posedge reset or posedge clock) 
	if (reset) Data_out <= 24'b0;
else Data_out <= Data_in;
endmodule
</file>
==> flow_metrics.tcl <==
# yosys + openroad results
set metrics [dict create \
    gp_congestion 0.695 \
    die_x_um 92 \
    ys_top_cells_by_area "dfrtp_1 99%, inv_1 0.62%" \
    logic_gate_count 0 \
    ys_types 2 \
    grt_pass1_wl_um 2880 \
    ant_nets 0 \
    first_pass_iters 2 \
    clockBufferDepth 2 \
    grt_pass1_vias 485 \
    routedWlPerCell_um 12.5 \
    dpl_cell_area_um2 1210 \
    ys_ff 24 \
    grt_overflow_total 0 \
    path_delay_family "flip-flops" \
    power.density_nw_per_um2 1760 \
    worst_pin_slew_ns 0.122 \
    path_clk_slew_ns 0.09 \
    end_kind "output pin" \
    startpoint "Data_out[14]" \
    cap_viol_max_count 0 \
    synthCells 25 \
    synth_top_area_share 0.994 \
    hold_viol_final 0 \
    top_regs "Data_out (24)" \
    clockRootBuffer "clkbuf_8" \
    worst_setup_path_start_kind "flop" \
    netlist_area_um2 604 \
    slowest_delay_ns 0.37 \
    tool_warnings 26 \
    period_minus_slack_ns 0.954 \
    vias 397 \
    slowest_stage "dfrtp_1" \
    fp_util 0.119 \
    synth-edff-count 0 \
    status "complete, no violations" \
    cts_tree "done" \
    path_buffers 1 \
    postSynthSeqShare 0.994 \
    arrival_ns 0.75 \
    grt_start_max_net_pins 16 \
    synth_warnings 1 \
    worstPathCellList "buf_2" \
    slew_viol_final 0 \
    crit_fanout 1 \
    final_core_util 0.229 \
    fin_area_um2 1160 \
    drt-initial-drc-count 7 \
    yosys.stat.chipArea_um2 604 \
    path_depth 1 \
    grt_use_total 0.0444 \
    peakVddDrop_uv 736 \
    fin_crit_sh 0.954 \
    antennaDiodeCount 0 \
    area_delta_synth_final_pct 92.1 \
    endpoint "Data_out[14]" \
    setup_viol 0 \
    hold_class "input pin to asynchronous set/reset pin" \
    rsz0062_at_grt "yes" \
    antenna_found_initial 0 \
    synth-main-ff-cell "dfrtp_1" \
    fill_cells 561 \
    p_leak_uw 0.000527 \
    routed_wl_um 1880 \
    synthTopCellsByCount "24 x dfrtp_1, 1 x inv_1" \
    path_class "flop to output pin" \
    io_pins 50 \
    max_slew_margin 0.919 \
    logic_area_um2 0 \
    yosysTopAreaCell "dfrtp_1" \
    rows 26 \
    fmaxAchievable_ghz 1.05 \
    numCtsBuffers 3 \
    portBuffers 49 \
    die.size.y_um 92 \
    crit_required_ns 0.80 \
    core_region_area_um2 5070 \
    drive_gt1_frac 0.375 \
    detail_route.vias_per_cell 2.65 \
    largest_reg_flops 24 \
    clock_sinks 24 \
    synth.most_common_cell "dfrtp_1" \
    regMostFlops "Data_out" \
    drc 0 \
    ys_async_sr_fraction 1.00 \
    ys_cells 25 \
    dieArea_um2 8460 \
    avgSynthCellArea_um2 24.2 \
    cts_setup_buffers 0 \
    h-tree-depth 1 \
]
[metal layers]
layer	vias up	share of wire	track usage
li1	183	-	-
met1	184	0.40	0.0504
met2	28	0.42	0.0641
met3	2	0.17	0.0371
met4	0	0.0085	0.00771
met5	-	0	0
[area by class of cell]
class,count,area (um^2),area share
clock buffers,3,41.3,0.0356
clock inverters,1,30.0,0.0259
inverters,1,3.75,0.00323
flip-flops and latches,24,601,0.517
well taps,70,87.6,0.0754
repair buffers,51,398,0.343
[repair_timing]
action,4_1_cts,5_1_grt
hold endpoints to repair,0,0
gates resized,76,0
hold buffers,0,0
cloned,0,0
endpoints found under the setup margin,24,2
[worst min-delay path by stage]
stage         start            to  slack [ns]  cells past startpoint
CTS           reset  Data_out[11]        0.26                      3
global route  reset  Data_out[11]        0.26                      3
finish        reset  Data_out[11]        0.26                      3
[layout by cell type (no fill, tap or decap)]
master / synthesis / layout
buf_2: 0 / 24
buf_4: 0 / 1
inv_1: 1 / 1
dfrtp_1: 24 / 24
clkbuf_8: 0 / 3
clkdlybuf4s50_1: 0 / 25
buf_12: 0 / 1
bufinv_16: 0 / 1
[stage by stage]
| step | cells | total power, uW | setup TNS, ns | hold WS (ns) | worst slack [ns] |
|---|---|---|---|---|---|
| after floorplan | 25 | 1050 | 0 | 0.215 | 0.336 |
| after global placement | 146 | 1270 | 0 | 0.545 | 0.00496 |
| after detailed placement | 146 | 1270 | 0 | 0.555 | 0.00392 |
| after CTS | 150 | 2100 | 0 | 0.257 | 0.0280 |
| after global routing | 150 | 2160 | -0.00867 | 0.263 | -0.00662 |
| final | 150 | 2050 | 0 | 0.258 | 0.0456 |
[where the power goes]
| part | switching (uW) | internal, uW | total [uW] |
|---|---|---|---|
| Sequential | 9.64 | 1020 | 1030 |
| Combinational | 43.4 | 126 | 169 |
| Clock | 317 | 535 | 851 |
| Total | 370 | 1680 | 2050 |
[kinds of logic after synthesis]
kind of cell | after synthesis | share of synthesized area
buffers and inverters | 1 | 0.00621
DFF | 24 | 0.994
Power and IR drop assume default switching activity.
